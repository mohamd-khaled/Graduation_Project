### flow/constraint.sdc
current_design rom

set clk_period 2.7
set clk_io_pct 0.2

create_clock -name clk0 -period $clk_period [get_ports {clk}]

set non_clock_inputs [all_inputs -no_clocks]
set_input_delay [expr $clk_period * $clk_io_pct] -clock clk0 $non_clock_inputs
set_output_delay [expr $clk_period * $clk_io_pct] -clock clk0 [all_outputs]
### flow/design.v
module rom (clk,rst_mem, data_out);
input clk;
input rst_mem;
output reg data_out;
reg data_in [60:0];
reg [6:0] address=0;
always @ (posedge clk, negedge rst_mem)
begin
    if(~rst_mem)
    begin
        data_out = 'b1;
    end
    else
    begin
        data_out = data_in[address];
        address = address +1;
    end
end
initial
begin
    data_in [0] = 0;
    data_in [1] = 0;
    data_in [2] = 1;
    data_in [3] = 0;
    data_in [4] = 1;
    data_in [5] = 0;
    data_in [6] = 1;
    data_in [7] = 0;
    data_in [8] = 1;
    data_in [9] = 0;
    data_in [10] = 1;
    data_in [11] = 1;
    data_in [12] = 0;
    data_in [13] = 1;
    data_in [14] = 0;
    data_in [15] = 0;
    data_in [16] = 1;
    data_in [17] = 0;
    data_in [18] = 0;
    data_in [19] = 0;
    data_in [20] = 0;
    data_in [21] = 0;
    data_in [22] = 1;
    data_in [23] = 1;
    data_in [24] = 0;
    data_in [25] = 0;
    data_in [26] = 1;
    data_in [27] = 1;
    data_in [28] = 0;
    data_in [29] = 0;
    data_in [30] = 1;
    data_in [31] = 0;
    data_in [32] = 1;
    data_in [33] = 0;
    data_in [34] = 1;
    data_in [35] = 1;
    data_in [36] = 0;
    data_in [37] = 1;
    data_in [38] = 1;
    data_in [39] = 0;
    data_in [40] = 1;
    data_in [41] = 1;
    data_in [42] = 1;
    data_in [43] = 0;
    data_in [44] = 1;
    data_in [45] = 0;
    data_in [46] = 1;
    data_in [47] = 1;
    data_in [48] = 0;
    data_in [49] = 1;
    data_in [50] = 0;
    data_in [51] = 0;
    data_in [52] = 1;
    data_in [53] = 0;
    data_in [54] = 0;
    data_in [55] = 0;
    data_in [56] = 0;
    data_in [57] = 0;
    data_in [58] = 1;
    data_in [59] = 1;
end
endmodule
### flow/config.mk
export PLATFORM = sky130hd
export DESIGN_NAME = rom
export DESIGN_NICKNAME = rom
export VERILOG_FILES = /design/flow/design.v
export SDC_FILE = /design/flow/constraint.sdc
export NUM_CORES = 4
export LEC_CHECK = 1
export CORE_AREA = 10 10 72 72
export DIE_AREA = 0 0 82 82
### flow/run.sh
#!/bin/bash
# OpenROAD 26Q1-2900-gdf79404cd8, Yosys 0.63+post, stock flow scripts
make -C /OpenROAD-flow-scripts/flow DESIGN_CONFIG=/design/flow/config.mk WORK_HOME=/design/flow/orfs finish
==> impl_metrics.json <==
{
  "wl_met2_um": 297,
  "wire_per_inst_um": 8.29,
  "topCellsByArea": "edfxtp_1, ha_1, mux4_1",
  "critPathLaunch": "address[1]$_DFFE_PP_",
  "cts_made_buffers": 3,
  "ios": 3,
  "drt_iter0_drc": 3,
  "crit_type": "flop to flop",
  "hold_class": "flop to flop",
  "total_power_mw": 0.358,
  "clock.latency.late_pin_ps": 220,
  "adder_share_pct": 14.8,
  "cts-htree-levels": 1,
  "layout-drive-gt1-share_pct": 9.09,
  "cts.sinks": 7,
  "dr.max_layer_used": "met3",
  "simple_gate_share_pct": 5.91,
  "yosysWarnings": 1,
  "skew_ps": 1.49,
  "cp.required_ps": 2870,
  "initial_core_util_pct": 13.8,
  "ys_sh_mux_pct": 16.3,
  "grt_max_degree": 8,
  "edf_count": 6,
  "period_used_pct": 65.9,
  "yosysChipArea_um2": 508,
  "grt_overflow": 0,
  "route.detailed.drc": 0,
  "ys.flop_type": "edfxtp_1",
  "gp_congestion": 0.741,
  "routed-wl-met3_um": 72,
  "worstMarginPinSlew_ps": 303,
  "ir_drop_uv": 433,
  "p_leak_nw": 0.243,
  "top_cells_by_count": "edfxtp_1, ha_1, inv_1",
  "fp-row-count": 22,
  "num-fill-cells": 412,
  "worst_hold_slack_ps": 580,
  "tns_ps": 0,
  "grt_pass1_wl_um": 1440,
  "critical_path_arrival_ps": 1950,
  "slew_viol_final": 0,
  "syn-cell-area_um2": 508,
  "met1_length_um": 393,
  "area_growth_pct": 19.2,
  "drtPass1Iterations": 3,
  "post_cts_buffers": 0,
  "grt_setup_unrepaired": "false",
  "core_um2": 3690,
  "cts_resized": 0,
  "finalSetupViolations": 0,
  "fmax_mhz": 562,
  "dp.cells": 88,
  "status": "finished, final reports clean",
  "grt_usage_pct": 2.69,
  "syn_avg_cell_area_um2": 12.4,
  "aoi_share_pct": 5.67,
  "antenna_found_initial": 0,
  "r2r.worst_path.cells": 6,
  "cts.clk_slew.worst_paths_ps": 40,
  "vias_per_cell": 3.26,
  "grt_pass1_vias": 312,
  "maxSlewHeadroom_pct": 79.7,
  "cts_tree": "built",
  "antennaDiodeCount": 0,
  "synthArstFlopShare_pct": 14.3,
  "crit_path_max_fanout": 7,
  "timing.rr.start": "address[1]$_DFFE_PP_",
  "synth_cells": 41,
  "hold_viol": 0,
  "warnings": 30,
  "synth_stat.cells": 41,
  "stdcell_count": 92,
  "cap_viol_max_count": 0,
  "die_area_um2": 6720,
  "fin_crit_ps": 1780,
  "clockRootBuffer": "clkbuf_8",
  "ys_sh_xor_pct": 6.90,
  "cp-endpoint": "data_out$_DFF_PN1_",
  "portBuffers": 2,
  "vias": 300,
  "die_h_um": 82,
  "cts.hold.buffers_added": 0,
  "drt-total-wl_um": 763,
  "start_kind": "flop",
  "synth.distinct_cells": 17,
  "ys_top_logic_family": "multiplexers",
  "synth-seq-area-share_pct": 40.6,
  "drtAntennaViolNets": 0,
  "rrSetupSlack_ps": 920,
  "synth_flops": 7,
  "p_per_area_nw_per_um2": 591,
  "end_kind": "flop",
  "die_w_um": 82,
  "cts.path.max_buffers": 2,
  "synth.largest_area_cell": "edfxtp_1",
  "rr_endpoint": "data_out$_DFF_PN1_",
  "top_area_share_pct": 35.5
}
==> layout by cell type (no fill, tap or decap) <==
master / netlist / routed
o21ai_0: 1 / 1
nor2_1: 1 / 1
a211oi_1: 2 / 2
nand3_1: 2 / 2
ha_1: 6 / 6
nor2b_1: 2 / 2
clkdlybuf4s50_1: 0 / 2
dfstp_2: 1 / 1
clkbuf_1: 0 / 1
xor2_1: 2 / 2
mux4_1: 2 / 2
mux2i_1: 3 / 3
o22a_1: 1 / 1
clkbuf_8: 0 / 3
edfxtp_1: 6 / 6
nand2_1: 1 / 1
xnor2_1: 2 / 2
inv_1: 6 / 6
==> worst min path at each step <==
stage / start / end / slack, ps / cells past startpoint
4_1_cts: address[4]$_DFFE_PP_ / data_out$_DFF_PN1_ / 580 / 1
6_report: address[4]$_DFFE_PP_ / data_out$_DFF_PN1_ / 580 / 1
5_1_grt: address[4]$_DFFE_PP_ / data_out$_DFF_PN1_ / 620 / 1
==> report_power, final <==
part           total (mW)  switching (mW)  internal (mW)
Clock               0.143          0.0410          0.102
Sequential          0.158          0.0197          0.138
Combinational      0.0573          0.0214         0.0359
Total               0.358          0.0821          0.276
==> cells by family (layout without fill, tap and decap cells) <==
kind of cell,after synthesis,in the layout
AOI/OAI and AO/OA,4,4
xor gates and xnor gates,4,4
and+or+nand+nor,6,6
muxes,5,5
adders and majority gates,6,6
DFF,7,7
buffers and inverters,9,12
==> layer usage <==
metal  track usage (%)  vias to the layer above
li1                  -                      146
met1              3.69                      146
met2              3.45                        8
met3              1.98                        0
met4             0.170                        0
met5                 0                        -
==> critical path, stage by stage, from the launching register on <==
cell and delay (ps):
edfxtp_1 470, inv_1 120, ha_1 310, inv_1 40, mux4_1 480, mux2i_1 150
o22a_1 150
==> layout make-up <==
cell class	instances	area (µm²)	area share [%]
multi-input combinational	25	251	41.5
sequential	7	206	34.1
tap	48	60.1	9.92
clock buffer	4	45.0	7.44
inverter	6	22.5	3.72
timing repair buffer	2	20.0	3.31
==> flip-flops by register name, indices dropped and copies added (netlist names) <==
name and flops:
address 6, data_out 1
==> metrics by stage <==
step | utilization [%] | worst slack (ps) | cell area (µm²)
after global routing | 16.4 | 781 | 606
final | 16.4 | 921 | 606
after floorplan | - | 1090 | 508
after global placement | 15.2 | 963 | 561
after CTS | 16.4 | 910 | 606
after detailed placement | 15.2 | 917 | 561
